==> design.v <==
`timescale 1ns / 1ps
module a_4bitupWAsC(C,CLR,Q);
input C, CLR;
output [3:0] Q;
reg [3:0] tmp;
always @(posedge C or posedge CLR)
begin
if (CLR)
tmp = 4'b0000;
else
tmp = tmp + 1'b1;
end
assign Q = tmp;
endmodule
==> run.sh <==
#!/bin/bash
# OpenROAD 26Q1-2900-gdf79404cd8, Yosys 0.63+post, stock flow scripts
make -C /OpenROAD-flow-scripts/flow DESIGN_CONFIG=/design/flow/config.mk WORK_HOME=/design/flow/orfs finish
==> config.mk <==
export PLATFORM = sky130hd
export DESIGN_NAME = a_4bitupWAsC
export DESIGN_NICKNAME = a_4bitupWAsC
export VERILOG_FILES = /design/flow/design.v
export SDC_FILE = /design/flow/constraint.sdc
export NUM_CORES = 4
export LEC_CHECK = 1
export CORE_AREA = 10 10 70 70
export DIE_AREA = 0 0 80 80
==> constraint.sdc <==
current_design a_4bitupWAsC

set clk_period 1.0
set clk_io_pct 0.2

create_clock -name clk0 -period $clk_period [get_ports {C}]

set non_clock_inputs [all_inputs -no_clocks]
set_input_delay [expr $clk_period * $clk_io_pct] -clock clk0 $non_clock_inputs
set_output_delay [expr $clk_period * $clk_io_pct] -clock clk0 [all_outputs]
==> impl_metrics.toml <==
# physical design summary
[power_and_ir_drop]
power_leakage_nw = 0.153
powerDensity_nw_per_um2 = 1320
vdd_drop_max_uv = 318
pwr-share-comb_pct = 1.9
p_switching_mw = 0.0814
intPower_mw = 0.301
clkPwrFrac_pct = 55.6
seqPwrFrac_pct = 42.5
switching_share_pct = 21.3

[logic_synthesis]
synth_warnings = 1
synth_xor_xnor_area_share_pct = 12.3
yosys_cells = 10
synth.avg_cell_area_um2 = 14.3
synthArstFlopShare_pct = 100
synthesis.instances = 10
simple_gate_area_share_pct = 3.51
ys.flops = 4
yosysTopAreaCell = "dfrtp_1"
ys_chip_area_um2 = 143
syn_area_um2 = 143
synth_seq_share_pct = 70.2
area_leaders = "dfrtp_1, ha_1, xnor2_1, xor2_1, inv_1"
top_logic_kind = "XOR/XNOR gates"
yosysTopAreaCellShare_pct = 70.2
ys_sh_aoi_pct = 0
common_cells = "dfrtp_1, inv_1"
flop_cell = "dfrtp_1"
ys_sh_adder_pct = 8.77
edf_count = 0
ys_types = 6
mux_area_share_pct = 0
yosysMostFrequentCell = "dfrtp_1"

[finish]
utilization_pct = 8.50
largest_reg_flops = 4
final_area_um2 = 290
drive_above_1_share_pct = 52.2
fillers = 409
syn_to_final_growth_pct = 104

[global_route]
grt_pass1_wl_um = 641
grt.overflow.total = 0
grt_max_degree = 5
grt.total_usage_pct = 1.48
antenna_found_initial = 0
grt_pass1_vias = 134

[worst_hold_path]
hold_path.class = "in -> async"

[placement]
portBuffers = 5
placed_cell_area_um2 = 280
hpwl_um = 303
dp_worst_setup_slack_ns = -0.0164
place.gp.congestion = 0.661

[drt]
via_count = 107
vias_per_cell = 1.55
wl_um = 405
diodes = 0
postRouteAntennaNets = 0
drtPass1Iterations = 3
post_drt_wl_per_cell_um = 5.87
drc = 0
drt_iter0_drc = 3

[sta]
period_minus_slack_ns = 0.959
maxSlewHeadroom_pct = 89.7
setup_violations = 0
hold_viol = 0
max_freq_ghz = 1.04
fin_tns_setup_ns = 0
finalClockSkew_ns = 0.00324
setup_ws_ns = 0.0410
worst_pin_slew_ns = 0.154
finalMaxSlewViolations = 0
grt_setup_unrepaired = "false"
post-route-period-util_pct = 95.9

[die]
chipArea_um2 = 6400
die_y_um = 80
core.rowCount = 21
die_w_um = 80
fp-utilization_pct = 4.18
core_um2 = 3420
ioPinCount = 6

[critical_path]
worstSetupStartpointType = "flop"
crit_required_ns = 1.13
critPathMaxStageDelay_ns = 0.37
crit_cells = 3
worst_path_dominant_cell_family = "flip-flops"
ff2ff_path_depth = 3
slowest_stage = "dfrtp_1"
cp-end-kind = "flop"
cp.arrival_ns = 1.09
worst-path-max-fanout = 3
cp_cell_sequence = "buf_4, ha_1, xor2_1"
r2r_setup_slack_ns = 0.04
critPathBufInv = 1
crit_type = "reg -> reg"

[run]
maxCapViolCount = 0
warnings = 25

[clock_network]
clock_path_buffers = 2
clock_latency_ns = 0.24
cts_tree = "yes"
cts_root_buffer = "clkbuf_4"
numCtsBuffers = 3
clock-sinks = 4
cts.htree.levels = 1
cts.clk_slew.worst_paths_ns = 0.04

[status]
outcome = "completed"
-- final timing paths --
kind / startpoint / end
min in group clk0: tmp[0] / tmp[0]
setup / recovery: tmp[0] / tmp[2]
max in group asynchronous: CLR / tmp[1]
setup reg to reg: tmp[0] / tmp[2]
hold reg to reg: tmp[0] / tmp[0]
hold / removal: CLR / tmp[2]
-- per-layer routing --
metal	track usage, %	wire (um)	vias up
met3	2.50	112	0
met4	0	0	0
met2	0.963	67	9
met5	0	0	-
li1	-	-	56
met1	2.00	225	42
-- stage by stage --
| step | power, mW | hold slack, ns | instances |
|---|---|---|---|
| after floorplan | 0.168 | -0.0339 | 10 |
| after global placement | 0.172 | 0.404 | 65 |
| after CTS | 0.389 | 0.171 | 69 |
| after global routing | 0.400 | 0.193 | 69 |
| after detailed placement | 0.173 | 0.423 | 65 |
| final | 0.383 | 0.167 | 69 |
-- repair_timing --
item,CTS,global route
resized,12,0
endpoints found under the hold margin,0,0
hold buffers,0,0
setup buffers,1,0
endpoints found under the setup margin,4,0
-- cell type report --
type / count / area [um2] / share of cell area, %
multi-input combinational: 4 / 35.0 / 12.1
timing repair buffer: 10 / 67.6 / 23.3
tap: 46 / 57.6 / 19.8
clock buffer: 3 / 22.5 / 7.76
inverter: 2 / 7.51 / 2.59
sequential: 4 / 100 / 34.5
-- placed cells by master (no fill, tap or decap) --
cell             netlist  layout
buf_4                  0       5
buf_2                  0       4
dfrtp_1                4       4
clkbuf_4               0       3
inv_1                  2       2
nand3_1                1       1
xnor2_1                1       1
xor2_1                 1       1
ha_1                   1       1
clkdlybuf4s50_1        0       1
-- power by group through the flow --
stage	Clock [mW]	Sequential [mW]	Combinational, mW
CTS	0.219	0.163	0.00777
global route	0.229	0.162	0.00853
finish	0.213	0.163	0.00745
-- logic make-up after synthesis --
group / count (synthesis)
flip-flops: 4
buffers and inverters: 2
XOR/XNOR: 2
adder cells (fa/ha/maj): 1
AND/OR/NAND/NOR: 1
Power and IR drop assume default switching activity.
