<file path="run.sh">
#!/bin/bash
# OpenROAD 26Q1-2900-gdf79404cd8, Yosys 0.63+post, stock flow scripts
make -C /OpenROAD-flow-scripts/flow DESIGN_CONFIG=/design/flow/config.mk WORK_HOME=/design/flow/orfs finish
</file>
<file path="config.mk">
export PLATFORM = sky130hd
export DESIGN_NAME = counter
export DESIGN_NICKNAME = counter
export VERILOG_FILES = /design/flow/design.v
export SDC_FILE = /design/flow/constraint.sdc
export NUM_CORES = 4
export LEC_CHECK = 1
export CORE_AREA = 10 10 70 70
export DIE_AREA = 0 0 80 80
</file>
<file path="constraint.sdc">
current_design counter

set clk_period 2.0
set clk_io_pct 0.2

create_clock -name clk0 -period $clk_period [get_ports {C}]

set non_clock_inputs [all_inputs -no_clocks]
set_input_delay [expr $clk_period * $clk_io_pct] -clock clk0 $non_clock_inputs
set_output_delay [expr $clk_period * $clk_io_pct] -clock clk0 [all_outputs]
</file>
<file path="design.v">
`timescale 1ns / 1ps
module counter(C, S, Q);
input C, S;
output [3:0] Q;
reg [3:0] tmp;
always @(posedge C)
begin
if (S)
tmp = 4'b1111;
else
tmp = tmp - 1'b1;
end
assign Q = tmp;
endmodule
</file>
==> qor.csv <==
metric,value,unit
outcome,completed,
dr_total_vias,120,
leakagePower,0.000103,uW
cts-resized-gates,0,
lay_top_cells,"clkdlybuf4s50_1 (5), dfxtp_1 (4), nand2b_1 (3), clkbuf_4 (3), inv_1 (2)",
nFillCells,408,
reg2reg_to,tmp[3]$_SDFF_PP1_,
ys_warn_count,1,
cpMaxStageDelayCell,clkdlybuf4s50_1,
r2r-start,tmp[1]$_SDFF_PP1_,
stdcell_area,279,um^2
final-setup-viol-count,0,
grt_pass1_wl,545,um
cts_root_buf,clkbuf_4,
ys_chip_area,149,um^2
total_power,214,uW
drt_first_pass_iters,2,
grt_pass1_vias,108,
route.detailed.wl_per_inst,5.72,um
worstPathBufferInverterCount,1,
peakVddDrop,0.149,mV
synth_area,149,um^2
max_slew_margin,85.4,%
syn_to_final_growth,87.4,%
maxCapViolCount,0,
min_path_type,reg -> reg,
cts_setup_buffers,0,
chipArea,6400,um^2
rows,21,
timing.final.crit_share,77.6,%
vias_per_cell,1.76,
fp.dieH,80,um
path_max_fanout,5,
clock_latency,0.24,ns
postSynthAreaPerCell,10.6,um^2
drtAntennaViolNets,0,
crit_chain,clkdlybuf4s50_1,
placed_area,256,um^2
dp_hpwl,316,um
reg2reg_depth,2,
coreArea,3420,um^2
critPathCaptureType,output pin,
hold_violations,0,
slew_violations,0,
clock_sinks,4,
regArea,80.1,um^2
grt_usage,1.27,%
wl,389,um
clk_pin_slew,0.04,ns
p_per_area,766,nW/um^2
routabilityCongestion,0.626,
crit_arrival,1.15,ns
ios,6,
die_w,80,um
layout_top_cell,clkdlybuf4s50_1,
path_delay_family,buffers and inverters,
cts_tree,built,
antenna_found_initial,0,
critPathRequiredTime,1.60,ns
crit_end,Q[0],
syn_inst,14,
grt_max_degree,6,
tns,0,ns
n_antenna_cell,0,
max_freq,0.644,GHz
postCtsHoldBufs,0,
overflow,0,
cp_num_cells,1,
crit_start,tmp[0]$_SDFF_PP1_,
synth-seq-cells,4,
comb_area,61.3,um^2
drcViolationCount,0,
fp_util,4.36,%
htreeDepth,1,
ys_types,8,
largest_reg_flops,4,
min_period,1.55,ns
rrSetupSlack,0.96,ns
fin_util,8.17,%
first_iter_violations,20,
rsz0062_at_grt,false,
tool_warnings,25,
yosysSeqAreaShare,53.8,%
critPathKind,reg -> out,
synth_stat.cells,14,
clock_path_buffers,2,
worst_pin_slew,0.217,ns
drive_gt1_share,13.6,%
cts-buffers-inserted,3,
finalClockSkew,0.000169,ns
start_kind,flop,
max_stage_delay,0.51,ns
io_buffers,5,
worst register-to-register path, delay by kind of cell (launching register included):
kind / cells / cell delay [ns]
compound gates: 1 / 0.29
simple gates: 1 / 0.31
flops: 1 / 0.33
per-layer routing:
metal / share of wire, % / global-route usage (%) / wire length, um / vias to the layer above
met5: 0 / 0 / 0 / -
met4: 0 / 0.352 / 0 / 0
met3: 33 / 2.61 / 127 / 0
met2: 15 / 0.482 / 60 / 10
met1: 52 / 1.59 / 201 / 46
li1: - / - / - / 64
stage by stage:
stage / setup WS [ns] / std cells / hold WS [ns]
after floorplan: 1.02 / 14 / 0.395
final: 0.447 / 68 / 0.457
after detailed placement: 0.639 / 65 / 0.446
after CTS: 0.436 / 68 / 0.456
after global placement: 0.690 / 65 / 0.439
after global routing: 0.385 / 68 / 0.478
logic make-up after synthesis:
kind of cell / synth area share [%]
DFF: 53.8
adders and majority gates: 8.40
buffers and inverters: 5.04
AOI/OAI and AO/OA: 5.88
and+or+nand+nor: 21.0
xor gates and xnor gates: 5.88
cell type report:
cell class | instances | share of cell area, %
Clock buffer | 3 | 8.07
Inverter | 2 | 2.69
Multi-Input combinational cell | 8 | 22.0
Sequential cell | 4 | 28.7
Tap cell | 46 | 20.6
Timing Repair Buffer | 5 | 17.9
cells in the mapped netlist:
master | count | area [um^2]
nand2b_1 | 3 | 18.8
dfxtp_1 | 4 | 80.1
xnor2_1 | 1 | 8.76
o31a_1 | 1 | 8.76
inv_1 | 2 | 7.51
ha_1 | 1 | 12.5
or3_1 | 1 | 6.26
nor4_1 | 1 | 6.26
report_power, final:
group,leakage [uW],internal (uW),switching [uW]
logic,0.0000565,14.7,5.61
clock network,0.0000138,67.2,34.6
registers,0.0000330,85.5,6.10
worst min path at each step:
stage	start	to	slack (ns)	depth (start not counted)
4_1_cts	tmp[0]$_SDFF_PP1_	tmp[0]$_SDFF_PP1_	0.46	1
5_1_grt	tmp[0]$_SDFF_PP1_	tmp[0]$_SDFF_PP1_	0.48	1
6_report	tmp[0]$_SDFF_PP1_	tmp[0]$_SDFF_PP1_	0.46	1
Power figures rest on the tool's default switching activity, not on a simulated workload.
